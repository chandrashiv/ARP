==> ./design.v <==
`timescale 1ns / 1ps
module arp_transm(hdw_lenth,pro_lenth,operation,hdr_type,proto_type,send_hdr_addr,send_ip_addr,target_hdr_addr,target_ip_addr,output_transmit,clk,output_ackw,input_hold);
input [15:0] hdr_type;         
input [15:0] proto_type;       
input [47:0] send_hdr_addr;    
input [31:0] send_ip_addr;     
input [47:0] target_hdr_addr;  
input [31:0] target_ip_addr;
input [7:0] hdw_lenth;
input [15:8] pro_lenth;
input [31:0] operation; 
input clk;                     
output reg [31:0] output_transmit;  
output reg output_ackw=1;   
output reg input_hold=0;
 reg [31:0] M0;
 reg [31:0] M1;
 reg [31:0] M2;
 reg [31:0] M3;
 reg [31:0] M4;
 reg [31:0] M5;
 reg [31:0] M6;
 parameter s0=3'b000;
 parameter s1=3'b001;
 parameter s2=3'b010;
 parameter s3=3'b011;
 parameter s4=3'b100;
 parameter s5=3'b101;
 parameter s6=3'b110;
reg [2:0]state;
reg [2:0]next_state=s0;
always@(posedge clk & output_ackw)
begin
  M0 <= {hdr_type,proto_type};
  M1 <={hdw_lenth,pro_lenth,operation};
  M2 <= send_hdr_addr[47:16];
  M3 <= {send_hdr_addr[15:0],send_ip_addr[31:16]};
  M4 <= {send_ip_addr[15:0],target_hdr_addr[47:32]};
  M5 <= target_hdr_addr[31:0];
  M6 <= target_ip_addr;
  output_ackw<=0;
 end
always@(posedge clk)
begin
state<=next_state;
end   
always@(state)
begin
case(state)
s0 : begin 
     next_state<=s1;
     output_transmit<=M0;
     input_hold<=1;
     end
s1 : begin
     next_state<=s2;
     output_transmit<=M1;
     end     
s2 : begin
     next_state<=s3;
     output_transmit<=M2;
     end
s3 : begin 
     next_state<=s4;
     output_transmit<=M3;
     end
s4 : begin 
     next_state<=s5;
     output_transmit<=M4;
     end
s5 : begin 
     next_state<=s6;
     output_transmit<=M5;
     end
 s6 : begin 
          next_state<=s0;
          output_transmit<=M6;
          output_ackw<=1;
          input_hold<=0;
          end   
default : next_state<=s0;
endcase
end
endmodule
==> ./run.sh <==
#!/bin/bash
# OpenROAD 26Q1-2900-gdf79404cd8, Yosys 0.63+post, stock flow scripts
make -C /OpenROAD-flow-scripts/flow DESIGN_CONFIG=/design/flow/config.mk WORK_HOME=/design/flow/orfs finish
==> ./config.mk <==
export PLATFORM = sky130hd
export DESIGN_NAME = arp_transm
export DESIGN_NICKNAME = arp_transm
export VERILOG_FILES = /design/flow/design.v
export SDC_FILE = /design/flow/constraint.sdc
export NUM_CORES = 4
export LEC_CHECK = 1
export CORE_UTILIZATION = 30
==> ./constraint.sdc <==
current_design arp_transm

set clk_period 3.8
set clk_io_pct 0.2

create_clock -name clk0 -period $clk_period [get_ports {clk}]

set non_clock_inputs [all_inputs -no_clocks]
set_input_delay [expr $clk_period * $clk_io_pct] -clock clk0 $non_clock_inputs
set_output_delay [expr $clk_period * $clk_io_pct] -clock clk0 [all_outputs]
==> flow_summary_export.csv <==
group,metric,value,unit
run_status,status,"finished clean",
finish,synthToLayoutAreaGrowth,49.9,%
sta,clock_skew,4.71,ps
min_path,holdCritStartpoint,"operation[5]",
sta,untimed_endpoints,66,
clocking,path_clk_slew,60,ps
synth,synthTopCellsByArea,"dfxtp_1 (63%), dlxtn_1 (6.9%), mux2i_1 (3.9%)",
synth,logic_family,"AND-OR/OR-AND gates",
sta,fmax,627,MHz
sta,tightestPinTransition,737,ps
synth,top_cell_area_share,63.0,%
finish,layout_top_cells,"clkdlybuf4s50_1 (257), dfxtp_1 (224), dlxtn_1 (33)",
clocking,clockRootBuffer,"clkbuf_16",
finish,final_layout_size_suffix_gt1_share,6.63,%
floorplan,ios,275,
worst_setup_path,crit_path_max_fanout,42,
clocking,holdBufCountCts,0,
sta,tns,0,ps
sta,min_period,1590,ps
worst_setup_path,cp_data_arrival_time,2020,ps
sta,worst_hold_slack,681,ps
floorplan,core_area,23500,um2
finish,fin_area,10800,um2
sta,rsz0062_at_grt,"false",
synth,ys_sh_xor,0,%
worst_setup_path,path_cells,"nand2b_1, o21ai_0",
floorplan,rows,56,
synth,synthDistinctLibCells,39,
synth,yosys-stat-cells,574,
global_route,antenna_found_initial,1,
global_route,grt_use_total,16.2,%
synth,syn_area_per_cell,12.6,um2
global_route,grt_pass1_vias,4934,
detailed_routing,wl,19400,um
detailed_routing,wl_per_cell,16.6,um
detailed_routing,drcViolationCount,0,
placement,dpl.hpwl,13100,um
synth,yosys.area.top_type,"dfxtp_1",
global_route,grt_pass1_wl,28700,um
clocking,h-tree-depth,1,
placement,port_buffers,257,
finish,lay_top_count,"clkdlybuf4s50_1",
min_path,hold_class,"in2reg",
sta,unclocked_pins,33,
floorplan,die_area,24700,um2
clocking,cts_tree,"yes",
worst_setup_path,crit_path_end_kind,"flop",
clocking,cts_setup_buffers,0,
synth,numSynthFlops,260,
detailed_routing,n_antenna_cell,0,
synth,synth-compound-area-share,14.8,%
clocking,cts_buffers,25,
worst_setup_path,r2r_setup_slack,2210,ps
clocking,cts_resized,0,
sta,setup_viol,0,
detailed_routing,dr.pass1.iters,4,
finish,nFillCells,2176,
sta,final-max-slew-violation-count,0,
synth,synth-edff-count,0,
worst_setup_path,critical_path.max_stage_delay,700,ps
placement,place_area,9980,um2
synth,synthSimpleGateAreaFrac,7.41,%
clocking,clock_latency,520,ps
clocking,cts_buffer_depth,3,
detailed_routing,vias,5004,
detailed_routing,vias_per_cell,4.30,
power,peakVddDrop,290,uV
synth,syn-cell-area,7210,um2
synth,ys_sh_adder,0,%
power,p_leak,4.13,nW
synth,synth.area.mux_share,4.20,%
worst_setup_path,worstSetupStartpointType,"flop",
floorplan,dieWidth,157,um
synth,ys_area,7210,um2
floorplan,fp-utilization,30.6,%
worst_setup_path,required,4230,ps
sta,slew_headroom,50.9,%
power,power_density,482,nW/um2
run,tool_warnings,41,
sta,hold_viol_final,0,
detailed_routing,first_iter_violations,122,
global_route,grt_max_degree,60,
run,maxCapViolations,0,
synth,synth-warning-count,2,
worst_setup_path,slowest_stage,"dfxtp_4",
detailed_routing,ant_nets,0,
worst_setup_path,r2r_start,"state[1]$_DFF_P_",
synth,ff_type,"dfxtp_1",
synth,syn_inst,574,
synth,async_reset_ff_share,0,%
worst_setup_path,critPathLaunch,"state[1]$_DFF_P_",
sta,fin_crit_sh,42.0,%
worst_setup_path,worstSetupPathType,"reg2reg",
floorplan,die_h,157,um
global_route,grt_overflow,0,
placement,place.gp.congestion,0.778,
flip-flops by register name, indices dropped and copies added (netlist names):
register and cells:
M1 32, output_transmit 32, M6 32, M0 32
M2 32, M3 32, input_hold 1, M4 32
M5 32, state 3
Yosys cell counts, drive strengths merged, types with 5 or more instances:
| cell type | n |
|---|---|
| nand2 | 27 |
| o2bb2ai | 6 |
| o211ai | 9 |
| clkbuf | 5 |
| o21ai | 22 |
| dfxtp | 227 |
| buf | 30 |
| o221ai | 12 |
| a22o | 5 |
| nand3b | 6 |
| nor2b | 26 |
| dlxtn | 33 |
| a21oi | 21 |
| o22a | 12 |
| nor2 | 15 |
| nand2b | 16 |
| mux2i | 28 |
| o21a | 9 |
| o22ai | 15 |
| a2bb2oi | 18 |
| a22oi | 5 |
| a21o | 8 |
| a211oi | 5 |
kinds of logic after synthesis:
group | Yosys count
other | 1
latches | 33
buffers and inverters | 38
AND/OR/NAND/NOR | 96
flip-flops | 227
multiplexers | 30
AND-OR/OR-AND | 149
critical path: cells and delay by family, from the launching register on:
kind               cells  cell delay [ps]
AOI/OAI and AO/OA      1              280
and+or+nand+nor        1              520
DFF                    1              700
worst paths after layout:
path,endpoint,cells past startpoint
setup / recovery,state[1]$_DFF_P_,2
hold / removal,M1[5]$_DFF_P_,1
hold reg to reg,state[0]$_DFF_P_,1
setup reg to reg,state[1]$_DFF_P_,2
final cells by class:
type	count	area (um2)	share of cell area, %
Tap cell	319	399	3.69
Clock inverter	6	83.8	0.776
Multi-Input combinational cell	276	1910	17.6
Sequential cell	260	5050	46.7
Inverter	3	11.3	0.104
Clock buffer	38	744	6.89
Timing Repair Buffer	262	2610	24.2
power breakdown:
part / internal, W / leakage (nW) / switching [W]
logic: 0.000231 / 1.54 / 0.0000461
registers: 0.00251 / 2.18 / 0.0000297
clock network: 0.00148 / 0.410 / 0.000916
per-layer routing:
metal	routed length [um]	vias to the layer above	global-route usage (%)
li1	-	2513	-
met1	8310	2293	22.0
met4	520	2	3.79
met3	1400	30	4.09
met2	9130	166	26.5
met5	12	-	0
stage by stage:
stage	total power, W	utilization (%)	setup WS (ps)	cells
final	0.00521	45.9	2210	1164
after global routing	0.00540	45.9	2070	1164
after CTS	0.00527	45.9	2180	1164
after detailed placement	0.00287	42.4	2190	1120
after global placement	0.00287	42.4	2210	1120
after floorplan	0.00263	-	2670	574
Power is estimated from default activity; no workload was simulated.
