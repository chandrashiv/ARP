===== design/flow/run.sh =====
#!/bin/bash
# OpenROAD 26Q1-2900-gdf79404cd8, Yosys 0.63+post, stock flow scripts
make -C /OpenROAD-flow-scripts/flow DESIGN_CONFIG=/design/flow/config.mk WORK_HOME=/design/flow/orfs finish

===== design/flow/config.mk =====
export PLATFORM = sky130hd
export DESIGN_NAME = arpn_c
export DESIGN_NICKNAME = arpn_c
export VERILOG_FILES = /design/flow/design.v
export SDC_FILE = /design/flow/constraint.sdc
export NUM_CORES = 4
export LEC_CHECK = 1
export CORE_UTILIZATION = 40

===== design/flow/design.v =====
`timescale 1ns / 1ps
module arpn_c(input_rx,hdw_length,pro_length,operation,hdr_type,proto_type,send_hdr_addr,send_ip_addr,target_hdr_addr,target_ip_addr,clk,rst,input_ackw);
input [31:0]input_rx;
output reg [15:0] hdr_type;
output reg [15:0] proto_type;
output reg [47:0] send_hdr_addr;
output reg [31:0] send_ip_addr;
output reg [47:0] target_hdr_addr;
output reg [31:0] target_ip_addr;
output reg[7:0]hdw_length;
output reg [7:0]pro_length;
output reg [15:0]operation;
input clk;
input rst;
output reg input_ackw=0;
 reg [31:0] M0=0;
 reg [31:0] M1=0;
 reg [31:0] M2=0;
 reg [31:0] M3=0;
 reg [31:0] M4=0;
 reg [31:0] M5=0;
 reg [31:0] M6=0;
 parameter s0=3'b000;
 parameter s1=3'b001;
 parameter s2=3'b010;
 parameter s3=3'b011;
 parameter s4=3'b100;
 parameter s5=3'b101;
 parameter s6=3'b110; 
reg [2:0]state;
reg [2:0]next_state=s0;
always@(posedge clk)
begin
state<=next_state;
end  
always@(state)
begin
case(state)
s0 : begin 
     next_state<=s1;
     M0<=input_rx;
     input_ackw<=0;
     end
s1 : begin
     next_state<=s2;
     M1<=input_rx;
     end     
s2 : begin
     next_state<=s3;
     M2<=input_rx;
     end
s3 : begin 
     next_state<=s4;
     M3<=input_rx;
     end
s4 : begin 
     next_state<=s5;
     M4<=input_rx;
     end
s5 : begin 
     next_state<=s6;
     M5<=input_rx;
     end
s6 : begin 
     next_state<=s0;
     M6<=input_rx;
     input_ackw<=1;
     end
default : next_state<=s0;
endcase
end
always@(posedge clk)
begin
if(rst)
begin
hdr_type<=0;
proto_type<=0;
send_hdr_addr<=0;
send_ip_addr<=0;
target_hdr_addr<=0;
target_ip_addr<=0;
end
else
begin
hdr_type=M0[31:16];
proto_type<=M0[15:0];
hdw_length<=M1[31:24];
pro_length<=M1[23:16];
operation<=M1[15:0];
send_hdr_addr<={M2,M3[31:16]};
send_ip_addr<={M3[15:0],M4[31:16]};
target_hdr_addr<={M4[15:0],M5};
target_ip_addr<=M6;
end
end
endmodule

===== design/flow/constraint.sdc =====
current_design arpn_c

set clk_period 2.5
set clk_io_pct 0.2

create_clock -name clk0 -period $clk_period [get_ports {clk}]

set non_clock_inputs [all_inputs -no_clocks]
set_input_delay [expr $clk_period * $clk_io_pct] -clock clk0 $non_clock_inputs
set_output_delay [expr $clk_period * $clk_io_pct] -clock clk0 [all_outputs]

==> impl_metrics.env <==
# flow metrics
export IMPL_status="complete, no violations"
export IMPL_ios=259
export IMPL_syn_cell_area_um2=9650
export IMPL_untimed_endpoints=258
export IMPL_finalCriticalPeriod_ns=1.87
export IMPL_worstPathRequired_ns=2.00
export IMPL_numPortBuffers=258
export IMPL_xor_share_pct=0.0907
export IMPL_die_w_um=157
export IMPL_unclocked_regs=225
export IMPL_ys_sh_aoi_pct=0.143
export IMPL_fp_util_pct=41.0
export IMPL_synthTopCellsByArea="dfxtp_1, dlxtn_1, nor2b_1, edfxtp_1, dlxtp_1"
export IMPL_yosys_area_um2=9650
export IMPL_ys_sh_simple_pct=13.1
export IMPL_gp_congestion=0.779
export IMPL_area_growth_pct=38.2
export IMPL_grt_usage_pct=17.7
export IMPL_peakVddDrop_v=0.000319
export IMPL_ys_sh_adder_pct=0
export IMPL_layout_top_cells="clkdlybuf4s50_1, dfxtp_1, dlxtn_1, nor2b_1"
export IMPL_top_regs="send_hdr_addr (48), target_hdr_addr (48)"
export IMPL_core_um2=23500
export IMPL_rsz0062_at_grt="false"
export IMPL_yosys_warnings=1
export IMPL_grt_pass1_wl_um=30200
export IMPL_detail_route_antenna_nets=0
export IMPL_relSlewSlack_pct=48.8
export IMPL_dr_pass1_iters=4
export IMPL_via_per_inst=4.04
export IMPL_tightest_slew_ns=0.768
export IMPL_yosysTopAreaCell="dfxtp_1"
export IMPL_fin_ws_ns=0.631
export IMPL_fillers=1934
export IMPL_path_delay_family="buffers and inverters"
export IMPL_htree_levels=1
export IMPL_vias=5208
export IMPL_syn_mean_instance_area_um2=14.2
export IMPL_antenna_found_initial=0
export IMPL_path_max_fanout=1
export IMPL_post_cts_buffers=0
export IMPL_hold_viol=0
export IMPL_cp_num_buf_inv=1
export IMPL_grtUsageMet1_pct=27.4
export IMPL_skew_ns=0.000154
export IMPL_crit_chain="clkdlybuf4s50_1"
export IMPL_maxCapViolations=0
export IMPL_wl_per_cell_um=16.0
export IMPL_clk_latency_ns=0.51
export IMPL_top_cell_area_share_pct=40.4
export IMPL_drt_iter0_markers=140
export IMPL_ys_cells=681
export IMPL_die_h_um=157
export IMPL_die_area_um2=24800
export IMPL_gr_total_overflow=0
export IMPL_cts_tree="built"
export IMPL_worstPathArrival_ns=1.37
export IMPL_use_met3_pct=5.10
export IMPL_holdBufCountCts=0
export IMPL_cts_root_buf="clkbuf_16"
export IMPL_grt_busiest_layer="met1"
export IMPL_finalWirelength_um=20700
export IMPL_topCombFamilyByArea="simple AND/OR/NAND/NOR gates"
export IMPL_synthMuxAreaShare_pct=0
export IMPL_dp_slack_ns=0.852
export IMPL_std_cell_rows=56
export IMPL_maxSlewViolCount=0
export IMPL_layout_top_cell="clkdlybuf4s50_1"
export IMPL_drive_above_1_share_pct=4.95
export IMPL_period_used_pct=74.8
export IMPL_slowest_delay_ns=0.48
export IMPL_criticalPathCategory="flop to output pin"
export IMPL_ctsResizeCount=0
export IMPL_grt_max_degree=96
export IMPL_tns_ns=0
export IMPL_drc=0
export IMPL_cts_buffer_depth=3
export IMPL_leakagePower_nw=5.58
export IMPL_setup_viol_count_final=0
export IMPL_max_freq_mhz=535
export IMPL_tool_warnings=25
export IMPL_dp_hpwl_um=13000
export IMPL_hold_class="input pin to flop"
export IMPL_power_density_nw_per_um2=567
export IMPL_synth_flops=452
export IMPL_yosysUniqueCellTypes=20
export IMPL_worst_setup_path_start_kind="flop"
export IMPL_first_global_vias=4865
export IMPL_numCtsBuffers=25
export IMPL_crit_path_end_kind="output pin"
export IMPL_clk_pin_slew_ns=0.06
export IMPL_met2_usage_pct=26.9
export IMPL_syn_inst=681
export IMPL_critPathSlowestCell="clkdlybuf4s50_1"
==> metrics by stage <==
stage	utilization (%)	hold WS [ns]	instance area, µm²	power (mW)	cells
finish	56.7	0.396	13300	7.56	1290
global route	56.6	0.417	13300	7.86	1289
CTS	56.6	0.396	13300	7.68	1289
detailed placement	53.5	0.488	12600	4.33	1244
global placement	53.5	0.483	12600	4.33	1244
floorplan	-	0.454	9650	4.00	681
==> worst paths after layout <==
| path | slack, ns | cells past startpoint | end | start |
|---|---|---|---|---|
| worst max-delay path | 0.63 | 1 | hdr_type[15] | hdr_type[15] |
| worst min-delay path | 0.40 | 2 | send_hdr_addr[40] | rst |
| worst max register to register | 1.49 | 2 | state[1] | state[1] |
| worst min register to register | 0.50 | 1 | state[0] | state[0] |
==> metal layers <==
metal,part of all wire [%],up-vias
met1,44,2364
met2,46,182
li1,-,2635
met5,0,-
met3,8.5,27
met4,1.5,0
==> report_power, final <==
part,switching (mW),internal (mW)
logic,0.149,0.220
clock network,1.39,1.94
registers,0.0277,3.84
total,1.57,6.00
==> Yosys cell counts, drive strengths merged <==
| master | number |
|---|---|
| or3b | 1 |
| nand2 | 3 |
| dlxtp | 32 |
| dlxtn | 193 |
| nand2b | 1 |
| edfxtp | 32 |
| nor2b | 192 |
| a21oi | 1 |
| and3 | 1 |
| clkbuf | 2 |
| buf | 20 |
| and2b | 1 |
| dfxtp | 195 |
| xnor2 | 1 |
| o21ai | 1 |
| nand3b | 1 |
| inv | 2 |
| or3 | 2 |
==> layout make-up <==
class	count	area, µm²	share of cell area [%]
diodes	1	2.50	0.0188
clock buffers	39	708	5.31
clock inverters	6	33.8	0.253
inverters	2	7.51	0.0563
multi-input cells	205	1290	9.65
flip-flops and latches	452	8240	61.8
well taps	319	399	2.99
repair buffers	266	2660	19.9
==> cell families (layout without fill, tap and decap cells) <==
group,Yosys count,count (layout)
simple gates,202,202
latches,225,225
other cells,0,1
flops,227,227
compound gates,2,2
buf+inv,24,313
xor+xnor,1,1
Power is estimated from default activity; no workload was simulated.
